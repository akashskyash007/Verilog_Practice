File: ./config.mk
export PLATFORM = sky130hd
export DESIGN_NAME = SequenceDetector
export DESIGN_NICKNAME = SequenceDetector
export VERILOG_FILES = /design/flow/design.v
export SDC_FILE = /design/flow/constraint.sdc
export NUM_CORES = 4
export LEC_CHECK = 1
export CORE_AREA = 10 10 70 70
export DIE_AREA = 0 0 80 80
File: ./constraint.sdc
current_design SequenceDetector

set clk_period 1.8
set clk_io_pct 0.2

create_clock -name clk0 -period $clk_period [get_ports {clk}]

set non_clock_inputs [all_inputs -no_clocks]
set_input_delay [expr $clk_period * $clk_io_pct] -clock clk0 $non_clock_inputs
set_output_delay [expr $clk_period * $clk_io_pct] -clock clk0 [all_outputs]
File: ./design.v
module SequenceDetector(clk, rst, in_seq, out_seq);
	input clk, rst, in_seq;
	output reg out_seq;
	parameter S0 = 0, S1 = 1, S2 = 2, S3 = 3, S4 = 4, S5 = 5;
	reg[0:2] PS, NS;
	always @(posedge clk or posedge rst) begin
		if (rst)
			PS <= S0;
		else
			PS <= NS;
	end
	always @(PS, in_seq) begin
		case (PS)
			S0: begin
				NS = in_seq?S1:S0;
				out_seq = 0;
			end
			S1: begin
				NS = in_seq?S1:S2;
				out_seq = 0;
			end
			S2: begin
				NS = in_seq?S3:S0;
				out_seq = 0;
			end
			S3: begin
				NS = in_seq?S1:S4;
				out_seq = 0;
			end
			S4: begin
				NS = in_seq?S5:S0;
				out_seq = 0;
			end
			S5: begin
				NS = in_seq?S1:S4;
				out_seq = in_seq?0:1;
			end
			default: begin
				NS = S0;
				out_seq = 0;
			end
		endcase
	end
endmodule
File: ./run.sh
#!/bin/bash
# OpenROAD 26Q1-2900-gdf79404cd8, Yosys 0.63+post, stock flow scripts
make -C /OpenROAD-flow-scripts/flow DESIGN_CONFIG=/design/flow/config.mk WORK_HOME=/design/flow/orfs finish
==> notes.md <==
• 3 — Stages on worst setup path
• 329.1 sq um — final non-filler cell area
• 388 microns — total length of routed wires
• sky130_fd_sc_hd__clkbuf_4 — cell at the root of the clock tree
• 2 — Max Fanout on Critical Path
• 900 ps — R2R setup slack
• 0 — number of inserted diodes
• 0 — number of cells upsized or downsized after cts
• 0.1713 mV — maximum resistive drop on vdd
• 0.7289 — register area share after synthesis
• sky130_fd_sc_hd__clkdlybuf4s50_1 — slowest library cell on the worst path
• 302.8 sq um — Area after DPL
• 600 microns — first-pass GRT wire length
• clkdlybuf4s50_1, nor2b_1, clkdlybuf4s50_1 — crit path cell chain
• in -> async — class of the tightest hold or removal check
• 0 — count of antenna-violating nets left after detailed routing
• 0.2083 — share of post-route cells with drive strength above 1
• 8 — count of cell types in the netlist
• sky130_fd_sc_hd__dfrtp_1 — main flop type after synthesis
• 58.43% — signed area change from the synthesized netlist to the final layout
• 61.65 ps — worst slack, placed
• 0 — residual DRC count
• 240 ps — clock latency of the later-clocked register in the worst-skew pair
• 138 — via count of the routed design
• 0.6024 — portion of synthesized cell area occupied by the leading cell type
• sky130_fd_sc_hd__dfrtp_1 — dominant cell type by area after synthesis
• 80 microns — die height
• 0 — setup fix buffers added after clock tree synthesis
• out_seq — Critical path destination
• 0 — count of final max-slew check failures
• 70 — non-filler cells in the finished layout
• 2 — number of buffers on the longest clock path
• 293 microns — total half-perimeter wirelength after legalization and detailed placement
• 0 — final hold violation count
• buffers and inverters — cell type group with the largest total delay on the critical path
• 407 — filler cell count in the final layout
• 0.01208 — GR Util All Layers
• 66 — Cells after DPL
• 0 — antenna violations before repair
• 1 — total number of yosys warnings
• in -> out — Critical Setup Path Class
• 145 — number of global-route vias before repair
• 0 — Setup-failing EPs final
• 3 — Port Buffer Count
• 1440 ps — required time at the endpoint of the critical path
• 0.9580 — final clock period utilization by the worst path
• 7 — pin count of the biggest net entering global routing
• 0.1341 nW — leakage power summed over all cells
• 0 — aggregate global routing overflow
• PS (6) — Regs by FF count
• 0.06081 — effective utilization at floorplan
• sky130_fd_sc_hd__dfrtp_1 (60%), sky130_fd_sc_hd__dfstp_2 (13%), sky130_fd_sc_hd__and2_1 (6.0%) — Synth area leaders
• 4 — number of placed I/O pins
• 3 — starting DRC count in detailed routing
• 0.003416 sq mm — core region area
• primary input — type of element launching the critical path
• 3 — number of CTS-inserted buffers
• 12.98 sq um — average footprint of a synthesized cell
• yes — TritonCTS clock tree
• 6 — number of sinks driven by the clock tree
• 207.7 sq um — synthesized cell area
• 1.971 — average via count per standard cell
• 0 ps — Total Neg Setup Slack
• 0.006400 sq mm — total die size
• sky130_fd_sc_hd__dfrtp_1 (5), sky130_fd_sc_hd__nor2_1 (3), sky130_fd_sc_hd__and2_1 (2), sky130_fd_sc_hd__nor2b_1 (2) — most numerous cell types in the synthesized netlist
• 0.5799 GHz — f_max
• 16 — number of cell instances after yosys synthesis
• 207.7 sq um — area reported by Yosys stat
• in_seq — start point of the critical path
• 0.5459 — gpl congestion
• 6 — flip-flop and latch count after synthesis
• 1360 ps — crit path DAT
• 50 ps — Worst-path clk slew
• 2 — sum of buffers and inverters on the critical path
• 25 — tool warnings
• 0 — post-cts hold buffer count
• 1724 ps — time the worst path needs with I/O delays and setup
• 0 — MaxCap Viol Count
• PS[4] — Reg2Reg Launch Point
• 0 — count of library flops with an enable pin
• 75.62 ps — worst setup slack after layout
• output pin — Critical Path End Type
• 470 ps — longest individual stage delay on the worst path
• 5.543 microns — WL per Instance
• finished clean — result of the run
• false — setup repair after global routing missed its margin
• 1.000 — Async SR Flop Fraction
• 0.8574 — normalized max-slew margin
• sky130_fd_sc_hd__clkdlybuf4s50_1 — most used cell, CP
• 1 — number of cells on the worst reg-to-reg path
• sky130_fd_sc_hd__dfrtp_1 — library cell with the highest instance count after synthesis
• 16 — cells after synthesis
• PS[3] — Critical R2R Capture
• 1 — # H-tree levels
• 1.691 ps — clock tree skew after final layout
• 2 — drt first pass iters
• 919.8 mW/mm^2 — cell area power density
• 213.7 ps — slew at the pin with the worst max-slew slack
• 80 microns — DIE WIDTH
• 21 — Std-Cell Rows
• 6 — max FFs per register
• PS — register bank with the most flops
-- stage by stage --
stage                     utilization  total power [mW]  hold WS, ps
after floorplan                     -            0.1601        150.2
after global placement        0.08864            0.1703        474.9
after detailed placement      0.08864            0.1710        483.5
after CTS                     0.09634            0.3093        329.9
after global routing          0.09634            0.3176        347.3
final                         0.09634            0.3027        326.8
-- worst min path at each step --
stage     startpoint  endpoint
4_1_cts          rst     PS[3]
5_1_grt          rst     PS[3]
6_report         rst     PS[3]
-- metal layers --
layer / part of all wire / GRT usage / vias to the layer above / routed length (microns)
met3: 0.090 / 0.01136 / 2 / 35
met4: 0.026 / 0.005282 / 0 / 10
met1: 0.38 / 0.01075 / 66 / 146
met2: 0.51 / 0.01846 / 3 / 196
met5: 0 / 0 / - / 0
li1: - / - / 67 / -
-- final cells by class --
type / instances / area (sq um) / area share
tap: 46 / 57.56 / 0.1749
timing repair buffer: 4 / 37.54 / 0.1141
inverter: 1 / 3.754 / 0.01141
multi-input combinational: 9 / 52.55 / 0.1597
sequential: 6 / 151.4 / 0.4601
clock buffer: 4 / 26.28 / 0.07985
-- where the power goes --
group	switching [mW]	internal [mW]	total (mW)	leakage [nW]
combinational	0.00834	0.0115	0.0198	0.0398
sequential	0.00398	0.145	0.149	0.0793
clock	0.0499	0.0841	0.134	0.0150
-- cell usage in the layout, fill, tap and decap left out --
master and n:
sky130_fd_sc_hd__inv_1 1, sky130_fd_sc_hd__dfrtp_1 5, sky130_fd_sc_hd__dfstp_2 1, sky130_fd_sc_hd__nor2b_1 2
sky130_fd_sc_hd__nor3_1 1, sky130_fd_sc_hd__and2_1 2, sky130_fd_sc_hd__clkdlybuf4s50_1 3, sky130_fd_sc_hd__buf_4 1
sky130_fd_sc_hd__clkbuf_1 1, sky130_fd_sc_hd__o41a_1 1, sky130_fd_sc_hd__clkbuf_4 3, sky130_fd_sc_hd__nor2_1 3
-- cell families (layout without fill, tap and decap cells) --
| family | Yosys count | count (layout) | share of synthesized area |
|---|---|---|---|
| AOI/OAI and AO/OA | 1 | 1 | 0.05421 |
| buffers and inverters | 1 | 9 | 0.01805 |
| DFF | 6 | 6 | 0.7289 |
| and+or+nand+nor | 8 | 8 | 0.1987 |
Power is estimated from default activity; no workload was simulated.
