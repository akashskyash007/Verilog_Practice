### design.v
module adder16(out, in1, in2);
	input[15:0] in1, in2;
	output reg[15:0] out;
	always @(*) begin
		out = in1 + in2;
	end
endmodule
module comparator16(eqz, data_in);
	input[15:0] data_in;
	output eqz;
	assign eqz = (data_in == 0);
endmodule
module multiplier_data_path(eqz, data_in, clk, ldA, ldB, decB, ldP, clrP);
	input[15:0] data_in;
	input clk, ldA, ldB, decB, ldP, clrP;
	output eqz;
	wire[15:0] X, Y, Z, Bus, Bout;
	assign Bus = data_in;
	pipo1 A(X, Bus, ldA, clk);
	downcounter B(Bout, Bus, ldB, decB, clk);
	pipo2 P(Y, Z, ldP, clrP, clk);
	adder16 ADD(Z, X, Y);
	comparator16 COMP(eqz, Bout);
endmodule
module downcounter(out, in, load, dec, clk);
	input[15:0] in;
	input load, dec, clk;
	output reg[15:0] out;
	always @(posedge clk) begin
		if (dec)
			out <= out - 1;
		else if (load)
			out <= in;
	end
endmodule
module pipo2(data_out, data_in, load, clear, clk);
	input[15:0] data_in;
	input load, clk, clear;
	output reg[15:0] data_out;
	always @(posedge clk) begin
		if (clear)
			data_out <= 0;
		else if (load)
			data_out <= data_in;
	end
endmodule
module pipo1(data_out, data_in, load, clk);
	input[15:0] data_in;
	input load, clk;
	output reg[15:0] data_out;
	always @(posedge clk) begin
		if (load)
			data_out <= data_in;
	end
endmodule
### config.mk
export PLATFORM = sky130hd
export DESIGN_NAME = multiplier_data_path
export DESIGN_NICKNAME = multiplier_data_path
export VERILOG_FILES = /design/flow/design.v
export SDC_FILE = /design/flow/constraint.sdc
export NUM_CORES = 4
export LEC_CHECK = 1
export CORE_AREA = 10 10 89 89
export DIE_AREA = 0 0 99 99
### constraint.sdc
current_design multiplier_data_path

set clk_period 4.2
set clk_io_pct 0.2

create_clock -name clk0 -period $clk_period [get_ports {clk}]

set non_clock_inputs [all_inputs -no_clocks]
set_input_delay [expr $clk_period * $clk_io_pct] -clock clk0 $non_clock_inputs
set_output_delay [expr $clk_period * $clk_io_pct] -clock clk0 [all_outputs]
### run.sh
#!/bin/bash
# OpenROAD 26Q1-2900-gdf79404cd8, Yosys 0.63+post, stock flow scripts
make -C /OpenROAD-flow-scripts/flow DESIGN_CONFIG=/design/flow/config.mk WORK_HOME=/design/flow/orfs finish
==> results.env <==
VIAS=706
VDD.IR_DROP.WORST_mV=0.213
YOSYS-STAT-AREA_UM2=933
GRT_UTIL_MET2_PCT=5.76
TIMING.CRITICAL_PATH.FANOUT_MAX=5
DESIGN_POWER_TOTAL_uW=388
TOP_CELL_AREA_SHARE_PCT=51.5
FILLER_CELL_COUNT=657
GLOBAL_ROUTE.USAGE.MET3_PCT=1.69
YS_ASYNC_SR_FRACTION_PCT=0
CRIT_PATH_LAUNCH_TYPE='register'
ANTENNADIODECOUNT=0
TOTAL_POWER_DIVIDED_BY_CELL_AREA_nW_PER_UM2=310
POST_CTS_RESIZE_COUNT=0
RSZ0062_AT_GRT='no'
DRIVE_ABOVE_1_SHARE_PCT=9.17
DIE.SIZE.Y_UM=99
PLACE_CONGESTION=0.716
CTS.PATH.MAX_BUFFERS=2
MI_COMB_AREA_UM2=423
CLOCK_INSERTION_DELAY_WORST_SKEW_NS=0.25
GRT-OVFL-TOTAL=0
DIE.SIZE.X_UM=99
TOP_LEVEL_PORTS=23
DETAIL_ROUTE.VIAS_PER_CELL=3.84
COMBPWRFRAC_PCT=15.5
REPORT.FINAL.SLEW_VIOL_COUNT=0
MAX_REG_FLOPS=16
CTS.REPAIR_TIMING.SETUP_BUFFER_COUNT=0
CLOCK_SKEW_NS=0.00381
CP_DATA_ARRIVAL_TIME_NS=2.82
SYNTH_AREA_LEADER_CELL='sky130_fd_sc_hd__edfxtp_1'
DRTANTENNAVIOLNETS=0
TIMING.FMAX_MHz=273
DRT-INITIAL-DRC-COUNT=42
DIE_OUTLINE_AREA_UM2=9800
WORST_HOLD_PATH_TYPE='reg -> reg'
WORST_R2R_PATH_DEPTH=4
USE_MET1_PCT=5.62
TIMING.REG2REG.SETUP_SLACK_NS=1.97
MIN-DELAY-START='B.out[6]'
SEQCELLAREA_UM2=480
SYNTHDISTINCTLIBCELLS=24
RELATIVE_CONTRIBUTION_OF_THE_CLOCK_NETWORK_TO_TOTAL_POWER_PCT=30.0
PIN_COUNT_OF_THE_BIGGEST_NET_ENTERING_GLOBAL_ROUTING=19
INITIAL_ANTENNA_VIOLATION_COUNT=0
SYNTH_CELL_AREA_UM2=933
CRIT_START='B.out[10]'
P_SW_uW=90.4
SYNTH_SEQUENTIAL_AREA_RATIO_PCT=51.5
CORE_AREA_UM2=5990
CLOCK-SINKS=16
SYNTHCELLS=90
NETSWITCHINGFRACTION_PCT=23.3
TOTALNEGATIVESETUPSLACK_NS=0
HTREE_LEVELS=1
LAYOUT.CELLS.MOST_COMMON='sky130_fd_sc_hd__clkdlybuf4s50_1'
NUMPORTBUFFERS=19
DR.PASS1.ITERS=4
YS_WARN_COUNT=4
HOLD_VIOLATIONS=0
CRITPATHCAPTURETYPE='output port'
CP_REQUIRED_NS=3.36
INTPOWER_uW=297
CORE.ROWCOUNT=28
INITIAL_CORE_UTIL_PCT=15.6
FINAL_LAYOUT_TOP_LOGIC_CELLS='19 x sky130_fd_sc_hd__clkdlybuf4s50_1, 16 x sky130_fd_sc_hd__edfxtp_1, 16 x sky130_fd_sc_hd__nor2_1'
SYNTHTOLAYOUTAREAGROWTH_PCT=34.0
REGISTER_WITH_THE_MOST_FLIP_FLOPS='B.out'
EDF_COUNT=16
DP_HPWL_MM=1.46
HOLD_PATH_DEPTH=2
CLOCK_TREE.ROOT_CELL='sky130_fd_sc_hd__clkbuf_8'
NUMBER_OF_GLOBAL_ROUTE_VIAS_BEFORE_REPAIR=725
TCRIT_TCLK_FINAL_PCT=87.1
MAPPED_AVG_CELL_AREA_UM2=10.4
TIMING_WORST_SLEW_PIN_VALUE_NS=0.472
SETUP.WORST_PATH.CLASS='reg -> out'
LOG.WARNING_COUNT=28
SYNTH_FLOPS=16
DETAILED_ROUTE_DRC_ERROR_COUNT=0
MAX_CAP_VIOL_COUNT=0
TIMING.HOLD.WORST_ENDPOINT='B.out[6]'
HOLDBUFCOUNTCTS=0
SEQ_POWER_SHARE_PCT=54.5
FINAL.MIN_CLOCK_PERIOD_NS=3.66
CTS.CLK_SLEW.WORST_PATHS_NS=0.06
TIMING.SLEW.HEADROOM_PCT=68.4
POWER.STATIC_LEAKAGE_uW=0.000385
LARGESTREGISTERS='B.out x16'
WORST_R2R_STARTPOINT='B.out[10]'
YS_CELLS=90
SYNTH-MAIN-FF-CELL='sky130_fd_sc_hd__edfxtp_1'
DETAIL_ROUTE.WL_PER_CELL_UM=10.4
WIRELENGTH_MM=1.92
R2R-END='B.out[15]'
NUMCTSBUFFERS=3
GLOBALROUTETOTALUTIL_PCT=3.98
GLOBAL_ROUTE_WIRE_LENGTH_BEFORE_REPAIR_MM=3.28
CTS_TREE='built'
OUTCOME='completed'
FINAL-SETUP-VIOL-COUNT=0
GRT_MOST_USED_LAYER='met2'
SYNTHTOPCELLSBYAREA='sky130_fd_sc_hd__edfxtp_1 51%, sky130_fd_sc_hd__xnor2_1 6.6%, sky130_fd_sc_hd__nor2_1 6.4%, sky130_fd_sc_hd__a21oi_1 5.4%, sky130_fd_sc_hd__or4_1 3.2%'
-- per-layer routing --
layer / routed length [µm] / vias up
met5: 0 / -
met3: 131 / 2
met4: 18 / 0
met1: 966 / 309
met2: 804 / 21
li1: - / 374
-- worst max-delay path, cell delays in order, from the launching register on --
cell	delay (ns)
sky130_fd_sc_hd__edfxtp_1	0.41
sky130_fd_sc_hd__or4_4	0.59
sky130_fd_sc_hd__or4_4	0.45
sky130_fd_sc_hd__or3_2	0.42
sky130_fd_sc_hd__nor3_1	0.19
sky130_fd_sc_hd__clkdlybuf4s50_1	0.51
-- per-stage QoR --
stage	area [µm²]	cells	hold slack, ns	utilization, %	setup WS, ns
2_1_floorplan	933	90	0.630	-	1.50
3_3_place_gp	1210	180	0.662	20.1	0.845
3_5_place_dp	1210	180	0.660	20.1	0.803
4_1_cts	1250	184	0.678	20.9	0.527
5_1_grt	1250	184	0.731	20.9	0.459
6_report	1250	184	0.673	20.9	0.540
-- layout make-up --
cell class / count / share of cell area [%]
Sequential cell: 16 / 38.4
Timing Repair Buffer: 20 / 15.8
Inverter: 3 / 0.900
Tap cell: 75 / 7.50
Multi-Input combinational cell: 66 / 33.8
Clock buffer: 3 / 3.30
Clock inverter: 1 / 0.300
-- logic make-up after synthesis --
family                   after synthesis  share of synthesized area [%]
multiplexers                           2                           2.28
buffers and inverters                  8                           3.22
AND/OR/NAND/NOR                       35                           20.9
AND-OR/OR-AND                         18                           11.4
flip-flops                            16                           51.5
XOR/XNOR                              10                           9.38
adder cells (fa/ha/maj)                1                           1.34
-- cell usage after synthesis, types with 3 or more instances --
cell type,instances
sky130_fd_sc_hd__nor3_1,5
sky130_fd_sc_hd__clkbuf_1,4
sky130_fd_sc_hd__inv_1,3
sky130_fd_sc_hd__nor2_1,16
sky130_fd_sc_hd__a31oi_1,4
sky130_fd_sc_hd__xor2_1,3
sky130_fd_sc_hd__xnor2_1,7
sky130_fd_sc_hd__o31ai_1,3
sky130_fd_sc_hd__or4_1,4
sky130_fd_sc_hd__a21oi_1,10
sky130_fd_sc_hd__edfxtp_1,16
-- worst max-delay path by stage --
stage         cells after the start  end  slack (ns)
CTS                               5  eqz        0.53
global route                      5  eqz        0.46
finish                            5  eqz        0.54
-- power by group through the flow --
stage,clock network [µW],logic (µW),registers (µW)
global route,130,69.1,214
finish,116,60.1,211
CTS,121,61.6,211
No activity file was given, so power comes from the tool's default toggle rates.
