`flow/run.sh`:
```
#!/bin/bash
# OpenROAD 26Q1-2900-gdf79404cd8, Yosys 0.63+post, stock flow scripts
make -C /OpenROAD-flow-scripts/flow DESIGN_CONFIG=/design/flow/config.mk WORK_HOME=/design/flow/orfs finish
```
`flow/config.mk`:
```
export PLATFORM = sky130hd
export DESIGN_NAME = DATAPATH
export DESIGN_NICKNAME = DATAPATH
export VERILOG_FILES = /design/flow/design.v
export SDC_FILE = /design/flow/constraint.sdc
export NUM_CORES = 4
export LEC_CHECK = 1
export CORE_UTILIZATION = 40
```
`flow/constraint.sdc`:
```
current_design DATAPATH

set clk_period 8.7
set clk_io_pct 0.2

create_clock -name clk0 -period $clk_period [get_ports {clk}]

set non_clock_inputs [all_inputs -no_clocks]
set_input_delay [expr $clk_period * $clk_io_pct] -clock clk0 $non_clock_inputs
set_output_delay [expr $clk_period * $clk_io_pct] -clock clk0 [all_outputs]
```
`flow/design.v`:
```
module COMPARATOR(lt, gt, eq, in1, in2);
	input[15:0] in1, in2;
	output lt, gt, eq;
	assign lt = (in1 < in2);
	assign gt = (in1 > in2);
	assign eq = (in1 == in2);
endmodule
module DATAPATH(lt, gt, eq, data_in, LdA, LdB, sel1, sel2, sel_in, clk);
	input[15:0] data_in;
	input LdA, LdB, sel1, sel2, sel_in, clk;
	output lt, gt, eq;
	wire[15:0] Bus, Aout, Bout, sub_in1, sub_in2, sub_out;
	PIPO A(Aout, Bus, LdA, clk);
	PIPO B(Bout, Bus, LdB, clk);
	MUX21 MUX1(sub_in1, Aout, Bout, sel1);
	MUX21 MUX2(sub_in2, Aout, Bout, sel2);
	MUX21 MUX_IN(Bus, data_in, sub_out, sel_in);
	SUBTRACTOR SUB(sub_out, sub_in1, sub_in2);
	COMPARATOR COMP(lt, gt, eq, Aout, Bout); 
endmodule
module MUX21(out, in1, in2, sel);
	input[15:0] in1, in2;
	input sel;
	output reg[15:0] out;
	always @(*) begin
		if (sel)
			out = in2;
		else
			out = in1;
	end
endmodule
module PIPO(out, in, load, clk);
	input[15:0] in;
	input load, clk;
	output reg[15:0] out;
	always @(posedge clk) begin
		if (load)
			out <= in;
	end
endmodule
module SUBTRACTOR(out, in1, in2);
	input[15:0] in1, in2;
	output reg[15:0] out;
	always @(*) begin
		out = in1 - in2;
	end
endmodule
```
==> run summary <==
fresh numbers from the pnr run: outcome=completed, Area Growth Syn to Fin=15.48%, distinct cell type count after synthesis=42, H-tree depth=2, Adder Share, Synth=0.1529, Rows=29, # fillers=597, First-pass DRT Iterations=4, r2r startpoint=B.out[0], Max Clock Freq=200.0 MHz, worst hold path class=reg2reg, GR Util All Layers=0.1724, EDFF count, synth=32, ys cells=242, Setup Crit Path Kind=in2reg, main flop type=edfxtp_1, Final ANT Viol Nets=0, Latency at later pin=0.28 ns, Slowest-stage cell, CP=clkdlybuf4s50_1, Worst-path clk slew=0.06 ns, tally of OpenROAD warnings=25, minimum clock period=5.001 ns, final worst path period share=0.5748, post-CTS sizing=0, mapped cell area=2668 µm², Least-Margin Pin Slew=0.8411 ns, fin cells=348, Final Skew=0.002746 ns, area share of and-or/or-and cells after synthesis=0.1492, antenna violations before repair=0, Clock Path Buffers=2, Ports=25, post-DP HPWL=4083 µm, Iter 0 DRT Violations=55, die area=7000 µm², first-pass GRT wire length=9328 µm, worst reg-to-reg setup slack=5.88 ns, Synth Instances=242, maximum VDD drop=0.1622 mV, # hold bufs at CTS=0, sequential cell area=960.9 µm², CP bufs+invs=2, CP top delay family=buffers and inverters, Hold Vio Cnt, Final=0, Critical Path End Type=flip-flop, WL/cell=15.68 µm, combinational gate area=1594 µm², Antenna diodes=0, # setup viols final=0, Pre-Place Util=0.4177, Slew Limit Headroom=0.4375, number of remaining DRC errors=0, crit path cell chain=clkdlybuf4s50_1 -> mux2i_1 -> ha_1 -> inv_1 -> fa_1 -> a21oi_1 -> o211ai_1 -> a31oi_1 -> o21ai_1 -> xor2_1 -> mux2_2, CP max stage delay=1.02 ns, R2R cell count=10, Yosys chip area=2668 µm², via count=1874, flops & latches, synth=32, WHS=0.8793 ns, CP Data Arrival Time=5.03 ns, Routed WL=5455 µm, Overflow after GRT=0, yosys xor share=0.05253, number of global-route vias before repair=1967, Post-CTS Setup Bufs=0, WHS Endpoint=B.out[0], HP Start=B.out[0], Via density=5.385, TritonCTS Buffers=5, Die Ht=83.67 µm, Basic Gates by Area=0.07129, capture point of the worst reg-to-reg path=B.out[12], CTS Sinks=32, Lkg Pwr=1.280 nW, Final Slew Violations=0, largest net degree at the start of global routing=20, share of cells above drive strength 1=0.1624, hold depth=4, max_cap viols=0, TritonCTS clock tree=yes, Async S/R FF share, synth=0, CP Launch Type=input pin, Chip Width=83.67 µm, clock root cell=clkbuf_8, required time worst endpoint=8.73 ns, mux cell area share after synthesis=0.1717, Main logic family=multiplexers, GPL Wtd Cong=0.8275, Port Buffer Count=24, crit-path max FO=16, TNS Setup=0 ns, Mapped Avg Cell Area=11.02 µm², RSZ-0062 raised after global routing=false, core area=6386 µm², Seq share, synth=0.3602, Post-Place Cells=340, Synth Warn #=3, pwr dens=429.8 nW/µm²
## synth_stat cells (all sizes together) (6+ instances only)
library cell  count  share of area
inv              21          0.030
ha               31           0.15
mux2             27           0.12
nor2              7         0.0099
o21ai            10          0.019
nand4             6          0.014
a21oi            17          0.032
a21o             10          0.031
mux2i            15          0.056
edfxtp           32           0.36
xnor2            12          0.039
## layout make-up
cell class / instances / share of cell area
Multi-Input combinational cell: 182 / 0.5175
Timing Repair Buffer: 28 / 0.08773
Inverter: 21 / 0.02559
Sequential cell: 32 / 0.3119
Clock inverter: 1 / 0.001219
Clock buffer: 7 / 0.02478
Tap cell: 77 / 0.03128
## layer usage
layer  vias to the layer above  global-route usage  part of all wire
met5                         -                   0                 0
met4                         0             0.01541            0.0084
met2                        17              0.2934              0.48
met3                         4             0.01908             0.019
met1                       889              0.2573              0.49
li1                        964                   -                 -
## placed cells by master (no fill, tap or decap), types with 5 or more instances in the layout
master | synthesis | layout
edfxtp_1 | 32 | 32
ha_1 | 31 | 31
mux2_2 | 26 | 26
clkdlybuf4s50_1 | 0 | 24
inv_1 | 21 | 21
a21oi_1 | 17 | 17
mux2i_1 | 15 | 15
xnor2_1 | 12 | 12
a21o_1 | 9 | 9
o21ai_0 | 8 | 8
nor2_1 | 7 | 7
nand4_1 | 6 | 6
nand2_1 | 5 | 5
clkbuf_8 | 0 | 5
## worst reg2reg max path: stages, from the launching register on
cell	delay, ns
edfxtp_1	0.42
mux2i_1	0.16
ha_1	0.20
inv_1	0.06
fa_1	0.40
a21oi_1	0.30
o211ai_1	0.15
a31oi_1	0.32
o21ai_1	0.15
xor2_1	0.15
mux2_2	0.28
## cells by family after synthesis
family	Yosys count
AOI/OAI and AO/OA	56
muxes	42
and+or+nand+nor	36
adders and majority gates	32
DFF	32
buffers and inverters	28
xor gates and xnor gates	16
## report_power, final
part | leakage [nW] | switching, W | internal, W | total, W
clock network | 0.0399 | 0.0000516 | 0.0000556 | 0.000107
logic | 0.928 | 0.000457 | 0.000427 | 0.000884
registers | 0.312 | 0.0000472 | 0.000285 | 0.000332
## state kept, by name, summed over array words and instances (netlist names)
| register | flops |
|---|---|
| A.out | 16 |
| B.out | 16 |
## metrics by stage
stage | area, µm² | setup WS (ns) | utilization | power [W]
6_report | 3080 | 3.699 | 0.4824 | 0.001324
5_1_grt | 3080 | 3.495 | 0.4824 | 0.001456
4_1_cts | 3080 | 3.682 | 0.4824 | 0.001335
3_5_place_dp | 3000 | 3.398 | 0.4698 | 0.001220
3_3_place_gp | 3000 | 3.450 | 0.4698 | 0.001219
2_1_floorplan | 2668 | 4.030 | - | 0.001018
## worst max-delay path by stage
| stage | start | endpoint | slack, ns | depth (start not counted) |
|---|---|---|---|---|
| CTS | sel1 | A.out[12] | 3.68 | 11 |
| global route | sel1 | B.out[12] | 3.49 | 11 |
| finish | sel1 | B.out[12] | 3.70 | 11 |
Power and IR drop assume default switching activity.
